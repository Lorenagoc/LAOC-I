===== ./config.mk =====
export PLATFORM = sky130hd
export DESIGN_NAME = mux_1_4
export DESIGN_NICKNAME = mux_1_4
export VERILOG_FILES = /design/flow/design.v
export SDC_FILE = /design/flow/constraint.sdc
export NUM_CORES = 4
export LEC_CHECK = 1
export CORE_AREA = 10 10 95 95
export DIE_AREA = 0 0 105 105

===== ./constraint.sdc =====
current_design mux_1_4

set clk_period 1.0
set clk_io_pct 0.2

create_clock -name clk0 -period $clk_period

set non_clock_inputs [all_inputs -no_clocks]
set_input_delay [expr $clk_period * $clk_io_pct] -clock clk0 $non_clock_inputs
set_output_delay [expr $clk_period * $clk_io_pct] -clock clk0 [all_outputs]

===== ./design.v =====
module mux_1_4(a,b,c,d,Control,S);
input [31:0] a,b,c,d;
output reg [31:0] S;
input [1:0] Control;
always@(a,b,c,d,Control)
  case(Control)
    2'b00: S = a;
    2'b01: S = b;
    2'b10: S = c;
    2'b11: S = d;
  endcase
endmodule

===== ./run.sh =====
#!/bin/bash
# OpenROAD 26Q1-2900-gdf79404cd8, Yosys 0.63+post, stock flow scripts
make -C /OpenROAD-flow-scripts/flow DESIGN_CONFIG=/design/flow/config.mk WORK_HOME=/design/flow/orfs finish

==> deck_impl_summary.md <==
Physical Implementation Snapshot

Run status
  – Status: finished, violations left
  – Violated checks: negative setup slack

Route
  – DRT iter0 DRCs: 11
  – First drt pass iteration count: 4
  – Routed wire length: ~6.7 mm
  – Vias per cell: 4.076
  – Routed Antenna Nets: 0
  – Routed length per instance: 21.98 um
  – Vias: 1235
  – DRC: 0

Floorplan
  – Chip height: 105 um
  – Floorplan utilization: 0.1179
  – Chip area: around 11000 sq um
  – Core area: 6907 sq um
  – Number of I/O pins: roughly 160
  – Cell row count: 30
  – Die width: ~110 um

STA
  – Final Hold Fails: 0
  – Max-slew headroom: 0.9255
  – Final worst slack: -0.3153 ns
  – Measured slew at the worst slew-check pin: 0.1118 ns
  – Fmax achieved: between 700 and 800 MHz
  – Slew Limit Fails: 0
  – Post-route minimum period: 1.315 ns
  – Setup Viol. Count Final: 32
  – Unrepaired setup endpoints after global routing: true
  – Final worst-path cycle share: 1.315
  – TNS Setup: -9.196 ns
  – Hold Slack: between 0.8 and 0.9 ns

Global route
  – Largest net degree at the start of global routing: 17
  – Vias in the first global route: 1519
  – Initial antenna violation count: 3
  – Gr usage total: 0.1144
  – Global-route wire length before repair: about 9.5 mm
  – GR Overflow Total: 0

Placement
  – Input/output buffers: 162
  – GPL Wtd Cong: 0.8209
  – # placed instances: 294

Synthesis
  – Yosys synthesis chip area: 814.5 sq um
  – Cell Type Count: 5
  – Seq share, synth: 0
  – Synth Area per Inst: 20.89 sq um
  – Cell count after synthesis: 39
  – Area leader share: 0.8295
  – Synth warn: 1
  – Cell type with the largest total area: mux4_2
  – Post-Syn Area: 814.5 sq um
  – Top cells by area: mux4_2 (83%), buf_12 (7.4%), mux4_1 (6.5%), buf_2 (1.8%), buf_6 (1.4%)
  – # Cells Yosys: 39

Finish
  – Non-filler instance count after layout: 303
  – Flop count: 0
  – CLK BUF: 0
  – Layout area overhead: 195.5%
  – Reg area: 0 sq um
  – Ratio of cells with drive above 1 in the final layout: 0.3756
  – Most numerous logic cell after layout: dlygate4sd2_1
  – Most frequent logic cells in the routed design: dlygate4sd2_1 (120), mux4_2 (32), buf_2 (32)
  – Fillers: 777

Setup path
  – Critical Path Slowest Stage Cell: mux4_2
  – CP cell instances: buf_16, buf_12, mux4_2, buf_2
  – Worst-path fanout max: 8
  – Critical Path AT: between 1 and 1.5 ns
  – Critical Path Sink Type: output port
  – Crit path largest cell delay: 0.51 ns
  – CP Class: in2out
  – CP Launch Type: input port
  – Req. time, crit path: roughly 0.8 ns

Power
  – Pwr/cell area: around 360 nW/um^2
  – Leak pwr: 1.132 nW
  – Peak supply drop: roughly 0.12 mV

Min path
  – Hold WC Path Type: in2out

Flow run
  – Tool Warnings: 35
  – MaxCap Viol Count: 0

Clock network
  – CTS Hold Bufs: 0
-- report_power, final --
part	internal [mW]	leakage (nW)	switching, mW
Sequential	0	0	0
Clock	0.000000267	0.0000127	0
Combinational	0.644	1.13	0.229
Total	0.644	1.13	0.229
-- Yosys cell counts, drive strengths merged --
| master | number |
|---|---|
| mux4 | 32 |
| buf | 7 |
-- routing by layer --
layer	track usage	vias to the layer above	part of all wire
met2	0.1775	125	0.43
met4	0	2	0
met5	0	-	0.0020
met1	0.1370	564	0.41
met3	0.07888	2	0.16
li1	-	542	-
-- worst max-delay path: cells and delay by family --
family                 cells  cell delay, ns
multiplexers               1            0.51
buffers and inverters      3            0.40
-- final cells by class --
class | instances | area, sq um | share of cell area
repair buffers | 173 | 1562 | 0.6486
multi-input cells | 32 | 720.7 | 0.2994
well taps | 96 | 120.1 | 0.04990
diodes | 2 | 5.005 | 0.002079
-- final timing paths --
path,startpoint,cells past startpoint,endpoint
worst max-delay path,Control[0],4,S[12]
worst min-delay path,a[5],3,S[5]
-- timing repair --
action	in CTS	in global routing
setup buffers	0	2
gates cloned	4	1
gates resized	251	0
setup endpoints to repair	32	32
-- kinds of logic (layout without fill, tap and decap cells) --
family	after synthesis	in the layout	share of synthesized area
muxes	32	32	0.8940
buffers and inverters	7	173	0.1060
other	0	2	0
-- stage by stage --
step	area [sq um]	utilization	total power [mW]	setup WS, ns
6_report	2407	0.3486	0.8729	-0.3153
5_1_grt	2405	0.3482	0.9496	-0.3495
4_1_cts	2362	0.3420	0.8765	-0.3367
3_5_place_dp	2545	0.3685	1.099	-0.9454
3_3_place_gp	2545	0.3685	1.102	-0.9382
2_1_floorplan	823.3	-	0.2869	-0.09162
No activity file was given, so power comes from the tool's default toggle rates.
