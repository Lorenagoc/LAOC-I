File: flow/config.mk
export PLATFORM = sky130hd
export DESIGN_NAME = banco_registradores
export DESIGN_NICKNAME = banco_registradores
export VERILOG_FILES = /design/flow/design.v
export SDC_FILE = /design/flow/constraint.sdc
export NUM_CORES = 4
export LEC_CHECK = 1
export CORE_AREA = 10 10 70 70
export DIE_AREA = 0 0 80 80
File: flow/constraint.sdc
current_design banco_registradores

set clk_period 1.0
set clk_io_pct 0.2

create_clock -name clk0 -period $clk_period [get_ports {clock}]

set non_clock_inputs [all_inputs -no_clocks]
set_input_delay [expr $clk_period * $clk_io_pct] -clock clk0 $non_clock_inputs
set_output_delay [expr $clk_period * $clk_io_pct] -clock clk0 [all_outputs]
File: flow/design.v
module banco_registradores(Read1, Read2, WriteReg, WriteData, RegWrite, Data1, Data2, clock);
	input [2:0] Read1, Read2, WriteReg;  
	input [15:0] WriteData;  
	input RegWrite;  
	input clock;  
	output [15:0] Data1,Data2;  
	wire [7:0] saida_decodificador;
	wire [15:0] saida_reg0, saida_reg1, saida_reg2, saida_reg3, saida_reg4, saida_reg5, saida_reg6, saida_reg7;  
	 decodificador dec1(WriteReg, saida_decodificador);
	registrador reg0(WriteData, clock, saida_decodificador[0] & RegWrite, saida_reg0);
	registrador reg1(WriteData, clock, saida_decodificador[1] & RegWrite, saida_reg1);
	registrador reg2(WriteData, clock, saida_decodificador[2] & RegWrite, saida_reg2);
	registrador reg3(WriteData, clock, saida_decodificador[3] & RegWrite, saida_reg3);
	registrador reg4(WriteData, clock, saida_decodificador[4] & RegWrite, saida_reg4);
	registrador reg5(WriteData, clock, saida_decodificador[5] & RegWrite, saida_reg5);
	registrador reg6(WriteData, clock, saida_decodificador[6] & RegWrite, saida_reg6);
	registrador reg7(WriteData, clock, saida_decodificador[7] & RegWrite, saida_reg7);
	multiplexador mux1(saida_reg0,saida_reg1,saida_reg2,saida_reg3,saida_reg4,saida_reg5,saida_reg6,saida_reg7,Read1,Data1);
	multiplexador mux2(saida_reg0,saida_reg1,saida_reg2,saida_reg3,saida_reg4,saida_reg5,saida_reg6,saida_reg7,Read2,Data2); 
endmodule
module decodificador(entrada, saida);
	input [2:0] entrada;
	output reg [7:0] saida;
	always@(entrada, saida)
		case(entrada)
			3'b000: saida[0] = 1;
			3'b001: saida[1] = 1;
			3'b010: saida[2] = 1;
			3'b011: saida[3] = 1;
			3'b100: saida[4] = 1;
			3'b101: saida[5] = 1;
			3'b110: saida[6] = 1;
			3'b111: saida[7] = 1;
		endcase
endmodule
module multiplexador(entrada0, entrada1, entrada2, entrada3, entrada4, entrada5, entrada6, entrada7, controle, saida);
	input [15:0] entrada0,entrada1,entrada2,entrada3,entrada4,entrada5,entrada6,entrada7;
	input [2:0] controle;
	output reg [15:0] saida;
	always@(entrada0,entrada1,entrada2,entrada3,entrada4,entrada5,entrada6,entrada7,controle,saida)
		case(controle)
			3'b000: saida = entrada0;
			3'b001: saida = entrada1;
			3'b010: saida = entrada2;
			3'b011: saida = entrada3;
			3'b100: saida = entrada4;
			3'b101: saida = entrada5;
			3'b110: saida = entrada6;
			3'b111: saida = entrada7;
		endcase
endmodule
module registrador(dado, clock, habilita_escrita, saida);
	input [15:0] dado;
	input clock;
	input habilita_escrita;
	output reg [15:0] saida;
	always@(posedge clock)
		if(habilita_escrita)
			saida <= dado;
		else
			saida <= 0;
endmodule
File: flow/run.sh
#!/bin/bash
# OpenROAD 26Q1-2900-gdf79404cd8, Yosys 0.63+post, stock flow scripts
make -C /OpenROAD-flow-scripts/flow DESIGN_CONFIG=/design/flow/config.mk WORK_HOME=/design/flow/orfs finish
==> run notes <==
Implementation summary

The power consumption is 0.00117 W. CTS placed an instance of sky130_fd_sc_hd__clkbuf_4 at the clock tree root. The chip area from the yosys synthesis statistics is between 500 and 600 µm². The number of violations of the max-capacitance limit is 0. The total DRC errors in the routed layout is 0. Headroom to the max-slew limit came out at around 94%.

The die area is ~6400 µm². Timing would allow up to 1100 MHz. The antenna violation net count after detailed routing is 0. The number of flip-flops under the largest register name is 16.

The leakage power is 0.421 nW. Setup repair after global routing left no endpoint under its margin. The synthesized area divided by synthesized cell count is approximately 12 µm².

The global placer's final weighted congestion is 0.677. The transition time of the tightest slew-check pin is 0.0864 ns. Per the OpenROAD floorplan log, the width of the die is 80 µm. The most area-hungry cell type in the Yosys netlist is sky130_fd_sc_hd__dfxtp_1.

Per the final timing report, the hold violations number 0. The hold-fix buffer count after cts is 0. The number of antenna violations at the first check in global routing is 0. The maximum VDD drop is 0.370 mV. The timing report attributes the biggest portion of critical-path delay to flip-flops.

Among all stages on the critical path, the maximum delay recorded is 0.33 ns. The number of top-level design ports is 59. In the finished design, the share of the clock period the worst path needs comes to 90.9%. In the post-synthesis netlist, the biggest area contributors are sky130_fd_sc_hd__dfxtp_1 (57%), sky130_fd_sc_hd__buf_4 (21%), sky130_fd_sc_hd__and2_2 (16%), sky130_fd_sc_hd__and2_1 (4.4%), sky130_fd_sc_hd__buf_6 (2.0%).

In the final report, the number of endpoints failing setup comes to 0. The area of all sequential standard cells is approximately 340 µm². STA classifies the critical path startpoint as a flop. The count of fill cells added during filler insertion is just under 400. Per Yosys stat, the portion of area used by sequential elements is 56.5%. The global-route congestion overflow total is 0. The number of vias after detailed routing is between 400 and 500. On the critical path, the stage with the largest delay is an instance of sky130_fd_sc_hd__dfxtp_2. For this run, the detailed router reports a per-instance via density of 3.21. Subtracting the final worst setup slack from the clock period gives 0.909 ns. Along the worst path, the maximum fanout reaches 2. The final layout contains routed wiring with a total length of roughly 1600 µm. The final antenna diode tally reported by the flow is 0. The placeable core region is between 3000 and 4000 µm². Once layout is done, the placed cells without fillers occupy 881 µm². Summing all placed instances gives a cell area of between 900 and 1000 µm². The combined buffer and inverter count along the critical path is 1. TritonRoute output was used to compute an average wire per cell of 11.9 µm. The total number of warnings across the stage logs is 35.

The worst setup path is captured at a primary output. The synthesis warning total is 3. By count the netlist is led by sky130_fd_sc_hd__buf_4 (16), sky130_fd_sc_hd__dfxtp_1 (16), sky130_fd_sc_hd__and2_2 (12). Listed in order, past its start point the critical path passes buf_2. For this run, the leading register cell type out of synthesis is sky130_fd_sc_hd__dfxtp_1.

In this run the number of H-tree levels came out at 1. Per the final layout report, the fraction of cells sized above drive strength 1 comes to between 70 and 80%. The required arrival time at the worst endpoint is 0.80 ns. In this run, the number of DRC markers left after iteration 0 of detailed routing was 3. The flow ran to the end, and the final reports show no timing, DRC or antenna violations.

Yosys mapped a number of flops with a built-in enable equal to 0. The TritonCTS clock tree is yes. The register clock-pin slew on the reported worst setup and hold paths is roughly 0.090 ns.

The number of core rows is 21. The area of combinational cells with multiple inputs is roughly 120 µm². The critical path is of the flop to primary output type. The global-route wire length before repair is 2270 µm.

Yosys reported that registers with async set or reset make up 0%. From bottom edge to top edge, the die measures about 80 µm. The TritonCTS sink count is 16. reg0.saida holds more flip-flops than any other register. The ratio of total power to cell area is 1330 nW/µm². In this run, distinct cell masters in the synthesized netlist total 5.

The classification of the worst-slack hold path is input pin to flop. The number of cells reported by Yosys stat comes to 49. The final max-slew violation count recorded for this run is 0. The synthesized instance count is 49. The maximum number of pins on one net before global-route repair is 12. The core utilization at floorplan is 16.6%. The number of synthesized register bits is 16. The via count of the first global-routing pass is 474. Buffers placed on the I/O ports in this run total 49. Data arrives at the worst endpoint at 0.71 ns. The area growth from synthesis to layout is 55.4%. The number of iterations in the first detailed-routing pass is 2. The number of buffers created by CTS is 3. The synthesized cell area is 567 µm². The largest registers in the layout are reg0.saida: 16 flops. Summed over all routing layers, the global router reports a total usage of 4.46%.

Yosys reports that the leading cell type by area covers 56.5% of the netlist area. Looking at the clock tree report, the maximum root-to-sink buffer count equals 2.
## power breakdown
| group | total, W | switching [W] | internal, W | leakage, nW |
|---|---|---|---|---|
| clock network | 0.000322 | 0.000182 | 0.000139 | 0.0138 |
| registers | 0.000694 | 0.0000159 | 0.000678 | 0.138 |
| logic | 0.000155 | 0.0000307 | 0.000124 | 0.270 |
| total | 0.00117 | 0.000229 | 0.000941 | 0.421 |
## stage by stage
stage	instances	setup TNS, ns	setup slack, ns	utilization (%)	hold WS [ns]
after detailed placement	129	-1.02	-0.0830	29.2	0.792
after floorplan	49	0	0.420	-	0.327
final	132	0	0.0909	25.8	0.495
after global placement	129	-0.922	-0.0749	29.2	0.795
after CTS	132	-0.103	-0.0522	29.8	0.489
after global routing	132	0	0.0456	25.8	0.477
## layer usage
metal  up-vias  track usage (%)  wire [µm]
li1        209                -          -
met1       186             4.42        596
met2        27             8.03        787
met3         2             2.39        168
met4         0            0.880         13
met5         -                0          0
## worst paths after layout
check / startpoint / end / slack [ns] / cells after the start
max: reg0.saida[5]$_SDFF_PN0_ / Data2[5] / 0.09 / 1
min: WriteData[15] / reg0.saida[15]$_SDFF_PN0_ / 0.49 / 2
## final cells by class
type | instances | area share [%]
flip-flops and latches | 16 | 38.6
repair buffers | 51 | 39.2
multi-input cells | 16 | 13.1
clock buffers | 3 | 2.56
well taps | 46 | 6.53
## timing repair
item | CTS | global route
gates resized | 82 | 30
endpoints found under the setup margin | 32 | 28
buffers inserted | 0 | 0
pin swaps | 0 | 0
## kinds of logic (layout without fill, tap and decap cells)
group | count (synthesis) | in the layout | synth area share (%)
buffers and inverters | 17 | 54 | 23.2
flip-flops | 16 | 16 | 56.5
AND/OR/NAND/NOR | 16 | 16 | 20.3
## placed cells by master (no fill, tap or decap)
cell	instances
sky130_fd_sc_hd__and2_2	12
sky130_fd_sc_hd__dfxtp_2	16
sky130_fd_sc_hd__buf_2	4
sky130_fd_sc_hd__clkbuf_2	28
sky130_fd_sc_hd__buf_4	2
sky130_fd_sc_hd__clkbuf_4	3
sky130_fd_sc_hd__and2_1	4
sky130_fd_sc_hd__clkdlybuf4s50_1	17
Power figures rest on the tool's default switching activity, not on a simulated workload.
