**flow/design.v**
```verilog
module somador_subtrator(entrada0,entrada1,controle,saida);
	input [15:0] entrada0, entrada1;
	input controle;
	output reg [15:0] saida;
	always@(*)
		case(controle)
			1'b0: saida = entrada0 + entrada1;
			1'b1: saida = entrada0 + ~entrada1 + 1;
		endcase
endmodule
```
**flow/run.sh**
```bash
#!/bin/bash
# OpenROAD 26Q1-2900-gdf79404cd8, Yosys 0.63+post, stock flow scripts
make -C /OpenROAD-flow-scripts/flow DESIGN_CONFIG=/design/flow/config.mk WORK_HOME=/design/flow/orfs finish
```
**flow/config.mk**
```make
export PLATFORM = sky130hd
export DESIGN_NAME = somador_subtrator
export DESIGN_NICKNAME = somador_subtrator
export VERILOG_FILES = /design/flow/design.v
export SDC_FILE = /design/flow/constraint.sdc
export NUM_CORES = 4
export LEC_CHECK = 1
export CORE_AREA = 10 10 81 81
export DIE_AREA = 0 0 91 91
```
**flow/constraint.sdc**
```tcl
current_design somador_subtrator

set clk_period 7.3
set clk_io_pct 0.2

create_clock -name clk0 -period $clk_period

set non_clock_inputs [all_inputs -no_clocks]
set_input_delay [expr $clk_period * $clk_io_pct] -clock clk0 $non_clock_inputs
set_output_delay [expr $clk_period * $clk_io_pct] -clock clk0 [all_outputs]
```
==> results.cfg <==
; physical design summary
[critical_path]
worstSetupStartpointType = input port
crit_arrival_ps = 4430
critPathMaxStageDelay_ps = 480
path_class = input port to output pin
critical_path.max_fanout = 3
path_cells = clkdlybuf4s50_1, ha_1, fa_1, nor2b_1, o211ai_1, a211oi_1, o21a_1, o41a_1, xnor2_1, clkdlybuf4s50_1
cpMostUsedCell = clkdlybuf4s50_1
cpMaxStageDelayCell = clkdlybuf4s50_1
required_ps = 5840
worstSetupEndpointType = output pin

[final_timing]
final-hold-violation-count = 0
tns_ps = 0
setup_violations = 0
fin_ws_ps = 1413
fmax_ghz = 0.1699
rsz0062_at_grt = no
tightest_slew_ps = 620.4
finalClockPeriodUsage_pct = 80.64
slew_headroom_pct = 58.10
layout_min_cycle_time_ps = 5887
final_max_slew_viol_count = 0

[yosys]
yosys_cells = 236
synth_cells = 236
syn_area_um2 = 1607
synth_chip_area_um2 = 1607
avgSynthCellArea_um2 = 6.807
synth.distinct_cells = 47
ys_seq_share_pct = 0
ys_warn_count = 1

[global_route]
grt_max_degree = 15
antenna_found_initial = 0
grt_pass1_vias = 1756
grt-ovfl-total = 0
grt_use_total_pct = 11.45
grt_pass1_wl_mm = 8.342

[floorplanning]
row_count = 25
core_util_floorplan_pct = 33.35
core_area_um2 = 4817
ioPinCount = 49
chipHeight_um = 91
chipArea_um2 = 8281
chipWidth_um = 91

[routing]
antenna_cells = 0
drc = 0
post_drt_wl_per_cell_um = 14.08
vias_per_cell = 5.160
first_iter_violations = 92
dr.pass1.iters = 4
final_antenna_net_count = 0
routed_wl_mm = 4.845
via_count = 1775

[job]
maxCapViolCount = 0
tool_warnings = 47

[power]
p_clk_share_pct = 0
max-vdd-ir-drop_v = 0.00003297
p_int_uw = 98.75
p_seq_share_pct = 0
power_switching_uw = 84.08
p_sw_share_pct = 45.99
power_density_nw_per_um2 = 85.40
p_leak_uw = 0.0009202
p_comb_share_pct = 100.0

[layout]
clock_buffers = 0
area_delta_synth_final_pct = 33.26
lay_top_count = clkdlybuf4s50_1
layout_top_cells = clkdlybuf4s50_1 (49), inv_1 (30), a21oi_1 (30), ha_1 (30), nor2_1 (20)
ff_count = 0
flop_area_um2 = 0
drive_gt1_share_pct = 2.527
final_cells = 344

[min_path]
hp-class = input port to output pin

[clock_network]
post_cts_resize_count = 0
ctsHoldBuffers = 0
postCtsSetupBuffers = 0

[placed_design]
gp_congestion = 0.8872
portBuffers = 49
hpwl_mm = 4.123
placed_cells = 344
pre_cts_ws_ps = 1435

[outcome]
status = completed
==> worst max-delay path: cells and delay by family <==
| kind | cells | cell delay (ps) |
|---|---|---|
| compound gates | 4 | 1120 |
| xor+xnor | 1 | 150 |
| fa+ha+maj | 2 | 630 |
| buf+inv | 2 | 900 |
| simple gates | 1 | 160 |
==> cells in the mapped netlist (2+ instances only) <==
cell type / count / area share [%]
nand2_1: 9 / 2.1
o21a_1: 5 / 2.3
buf_2: 5 / 1.6
o211ai_1: 5 / 2.3
nand2b_1: 3 / 1.2
buf_4: 2 / 0.93
o22ai_1: 2 / 0.78
a21oi_1: 30 / 9.3
fa_1: 2 / 2.5
a211oi_1: 5 / 2.3
o2111ai_1: 2 / 1.1
ha_1: 30 / 23
o21ai_0: 10 / 3.1
or2_2: 3 / 1.2
o31ai_1: 10 / 4.7
nor3_1: 6 / 1.9
and3_1: 2 / 0.78
nor2_1: 20 / 4.7
xnor2_1: 15 / 8.2
a221oi_1: 2 / 1.1
nor2b_1: 5 / 1.9
nand3_1: 9 / 2.8
inv_1: 30 / 7.0
==> area by class of cell <==
| type | count | area (µm²) |
|---|---|---|
| Fill cell | 536 | 2676 |
| Multi-Input combinational cell | 195 | 1439 |
| Timing Repair Buffer | 50 | 498.0 |
| Inverter | 32 | 120.1 |
| Tap cell | 67 | 83.83 |
==> per-layer routing <==
metal  share of wire (%)  track usage (%)
met5                   0                0
met4                   0                0
met3                 5.7            1.162
met2                  44            18.14
met1                  51            17.33
==> logic make-up after synthesis <==
kind of cell             synth area share, %
multiplexers                          0.6231
buffers and inverters                  10.43
adder cells (fa/ha/maj)                25.86
AND-OR/OR-AND                          36.53
AND/OR/NAND/NOR                        18.38
XOR/XNOR                               8.178
==> power groups by stage <==
stage | registers (µW) | logic, µW | clock network, µW
4_1_cts | 0 | 185 | 0
5_1_grt | 0 | 205 | 0
6_report | 0 | 183 | 0
==> final timing paths <==
kind,start,endpoint,slack [ps],cells after the start
setup / recovery,entrada0[0],saida[14],1410,10
hold / removal,entrada0[0],saida[0],3950,5
==> per-stage QoR <==
stage                     cell area, µm²  hold WS, ps  power (µW)  util [%]
after floorplan                     1607         3031       100.5         -
after global placement              2141         3952       184.4     44.44
after detailed placement            2141         3956       183.7     44.44
after CTS                           2141         3965       185.0     44.44
after global routing                2141         4021       204.9     44.44
final                               2141         3953       182.8     44.44
Power and IR drop assume default switching activity.
